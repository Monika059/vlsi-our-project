**design/flow/design.v**
```verilog
module priority_encoder_4to2(
    input [3:0] d,
    output reg [1:0] y,
    output reg valid
);
    always @* begin
        valid = 1'b1;
        casex(d)
            4'b1xxx: y = 2'b11;
            4'b01xx: y = 2'b10;
            4'b001x: y = 2'b01;
            4'b0001: y = 2'b00;
            default: begin
                y = 2'b00;
                valid = 1'b0;
            end
        endcase
    end
endmodule
module decoder_2to4(
    input [1:0] a,
    output reg [3:0] y
);
    always @* begin
        case(a)
            2'b00: y = 4'b0001;
            2'b01: y = 4'b0010;
            2'b10: y = 4'b0100;
            2'b11: y = 4'b1000;
            default: y = 4'b0000;
        endcase
    end
endmodule
module comparator_4bit(
    input [3:0] a, b,
    output eq,   
    output gt,   
    output lt    
);
    assign eq = (a == b);
    assign gt = (a > b);
    assign lt = (a < b);
endmodule
```
**design/flow/run.sh**
```bash
#!/bin/bash
# OpenROAD 26Q1-2900-gdf79404cd8, Yosys 0.63+post, stock flow scripts
make -C /OpenROAD-flow-scripts/flow DESIGN_CONFIG=/design/flow/config.mk WORK_HOME=/design/flow/orfs finish
```
**design/flow/config.mk**
```make
export PLATFORM = sky130hd
export DESIGN_NAME = comparator_4bit
export DESIGN_NICKNAME = comparator_4bit
export VERILOG_FILES = /design/flow/design.v
export SDC_FILE = /design/flow/constraint.sdc
export NUM_CORES = 4
export LEC_CHECK = 1
export CORE_AREA = 10 10 70 70
export DIE_AREA = 0 0 80 80
```
**design/flow/constraint.sdc**
```tcl
current_design comparator_4bit

set clk_period 2.9
set clk_io_pct 0.2

create_clock -name clk0 -period $clk_period

set non_clock_inputs [all_inputs -no_clocks]
set_input_delay [expr $clk_period * $clk_io_pct] -clock clk0 $non_clock_inputs
set_output_delay [expr $clk_period * $clk_io_pct] -clock clk0 [all_outputs]
```
==> flow_summary.yaml <==
# generated from flow reports
synthesis:
  yosys_warnings: 0
  synth_cell_type_count: 9
  yosys.area.top_type_share_pct: 38.8
  top_area_cell: "ha_1"
  avgSynthCellArea_um2: 8.05
  synth_cells: 16
  yosysChipArea_um2: 129
  ys_cells: 16
  topCellsByArea: "ha_1 (39%), o21bai_4 (15%), inv_1 (12%)"
  syn_area_um2: 129
  postSynthSeqShare_pct: 0
final_layout:
  lay_top_cells: "clkdlybuf4s50_1 (11), inv_1 (4), ha_1 (4)"
  clockBufferCount: 0
  areaGrowthSynthToFinish_pct: 130
  drive_gt1_share_pct: 11.1
  nFlopsAndLatches: 0
  post-route-util_pct: 8.68
  lay_top_count: "clkdlybuf4s50_1"
  area.sequential_um2: 0
route:
  diodes: 0
  vias: 148
  met2WireLength_um: 186
  wl_um: 471
  vias_per_cell: 2.03
  drc: 0
  wire_per_inst_um: 6.45
  route.met3.wl_um: 78
  top_layer: "met3"
  dr.pass1.iters: 2
  met1_length_um: 205
  ant_nets: 0
  drtIter0Drc: 1
worst_setup_path:
  cp_max_fo: 2
  critPathKind: "primary input to output pin"
  cp-endpoint: "lt"
  required_ns: 2.32
  worst_path_most_repeated_cell: "clkdlybuf4s50_1"
  cp-end-kind: "output pin"
  setup.worst_path.start_class: "primary input"
  worst-path-buf-inv: 3
  critical_path_depth: 6
  path_delay_family: "buffers and inverters"
  crit_path_start: "b[3]"
  cp_slowest_cell: "clkdlybuf4s50_1"
  arrival_ns: 2.22
  cpPeakStageDelay_ns: 0.46
  cp_cell_sequence: "clkdlybuf4s50_1 -> inv_1 -> ha_1 -> a21oi_1 -> and2_1 -> clkdlybuf4s50_1"
die:
  coreArea_mm2: 0.00342
  io_pins: 11
  chipArea_mm2: 0.00640
  fp-row-count: 21
  initial_core_util_pct: 3.77
  die_h_um: 80
  dieWidth_um: 80
final_timing:
  rsz0062_at_grt: "no"
  fin_crit_ns: 2.80
  fin_ws_ns: 0.0965
  fin_tns_setup_ns: 0
  setup_viol: 0
  fin_crit_sh_pct: 96.7
  relSlewSlack_pct: 83.8
  finalMaxSlewViolations: 0
  holdWs_ns: 2.35
  hold_violations: 0
  fmax_mhz: 357
  worst_pin_slew_ns: 0.243
power_and_ir_drop:
  switching_share_pct: 31.5
  total_power_uw: 39.8
  pwr-share-seq_pct: 0
  p_comb_share_pct: 100.0
  vdd_ir_drop_max_mv: 0.0177
  power.density_mw_per_mm2: 134
  p_sw_uw: 12.5
  power.leakage_uw: 0.000118
  p_int_uw: 27.3
  clockPowerShare_pct: 0
run_status:
  status: "finished, final reports clean"
grt:
  gr-total-overflow: 0
  grt_usage_pct: 1.43
  antenna_found_initial: 0
  grt_pass1_wl_um: 752
  grt_start_max_net_pins: 3
  grt_pass1_vias: 148
placed_design:
  dp_slack_ns: 0.0889
  port_buffers: 11
  gp_congestion: 0.661
clock_tree:
  cts_resized: 0
  holdBufCountCts: 0
  cts_setup_buffers: 0
worst_hold_path:
  min_path_type: "primary input to output pin"
job:
  warning_count: 32
  maxCapViolCount: 0
Yosys cell counts:
library cell	count
ha_1	4
nor2b_4	1
and2_1	1
nand2_1	2
nor2_1	1
o21bai_4	1
a21oi_1	1
inv_1	4
a21oi_2	1
how the worst min path moves through the flow:
stage     depth (start not counted)  endpoint  slack (ns)  startpoint
6_report                          6        lt        2.35        b[3]
5_1_grt                           6        eq        2.42        a[0]
4_1_cts                           6        lt        2.37        b[3]
per-stage QoR:
stage | cells | instance area, um^2
2_1_floorplan | 16 | 129
3_3_place_gp | 73 | 297
3_5_place_dp | 73 | 297
4_1_cts | 73 | 297
5_1_grt | 73 | 297
6_report | 73 | 297
tightest hold or removal path: stages:
cell             delay [ns]
clkdlybuf4s50_1        0.39
inv_1                  0.06
ha_1                   0.13
a21oi_1                0.06
and2_1                 0.15
clkdlybuf4s50_1        0.40
power by group through the flow:
stage / Combinational, uW / Sequential [uW] / Clock [uW]
CTS: 40.9 / 0 / 0
global route: 44.5 / 0 / 0
finish: 39.8 / 0 / 0
area by class of cell:
class                      instances  area, um^2
multi-input combinational         12         114
fill                             404        3120
timing repair buffer              11         110
inverter                           4        15.0
tap                               46        57.6
kinds of logic after synthesis:
kind of cell | Yosys count | synth area share (%)
AND-OR/OR-AND | 3 | 25.2
adder cells (fa/ha/maj) | 4 | 38.8
buffers and inverters | 4 | 11.6
AND/OR/NAND/NOR | 5 | 24.3
routing by layer:
layer,track usage (%),vias to the layer above
li1,-,74
met1,1.85,65
met2,2.25,9
met3,0.682,0
met4,0,0
met5,0,-
Power and IR drop assume default switching activity.
